[./design.v]
module ctrlBlock(
	input Rst_i,
	input Clk_i,
	input DataNd_i,
	output [3:0] DataAddrWr_o,
	output [3:0] DataAddr_o,
	output [3:0] CoeffAddr_o,
	output StartAcc_o,
	output DataValid_o
);
	reg [3:0] addrWr;
	reg [3:0] dataAddr;
	reg [3:0] coeffAddr;
	reg rdy;
	always @ (posedge Clk_i or posedge Rst_i)
		if (Rst_i)
			begin
				addrWr <= 0;
				dataAddr <= 0;
				coeffAddr <= 0;
				rdy <= 0;
			end
		else if (DataNd_i)
			begin
				addrWr <= addrWr + 1;
				dataAddr <= addrWr;
				coeffAddr <= 0;
				rdy <= 0;
			end
		else if (coeffAddr != 15)
			begin
				dataAddr <= dataAddr - 1;
				coeffAddr <= coeffAddr + 1;
				if (coeffAddr != 14)
					rdy <= 0;
				else
					rdy <= 1;
			end
		else
			rdy <= 0;
	reg [3:0] rdyShReg;
	always @ (posedge Rst_i or posedge Clk_i)
		if (Rst_i)
			rdyShReg <= 0;
		else
			rdyShReg <= {rdyShReg[2:0], rdy};
	reg [2:0] startAccShReg;
	always @ (posedge Rst_i or posedge Clk_i)
		if (Rst_i)
			startAccShReg <= 0;
		else
			startAccShReg <= {startAccShReg[1:0], DataNd_i};
	assign DataAddrWr_o = addrWr;
	assign DataAddr_o = dataAddr;
	assign CoeffAddr_o = coeffAddr;
	assign StartAcc_o = startAccShReg[2];
	assign DataValid_o = rdyShReg[2];
endmodule
module dataBank # (
	parameter addrWidth = 8,
	parameter dataWidth = 18
)
(
	input Clk_i,
	input [addrWidth - 1:0] AddrWr_i,
	input Wr_i,
	input [dataWidth - 1:0] Din_i,	
	input [addrWidth - 1:0] Addr_i,
	output [dataWidth - 1:0] Dout_o
);
	reg [dataWidth - 1:0] dataOutReg;
	reg [dataWidth - 1:0] memArray[(2**addrWidth)-1:0];
	always @ (posedge Clk_i)
	begin
		if (Wr_i)
			memArray[AddrWr_i] <= Din_i;
	end
	always @ (posedge Clk_i)
		dataOutReg[dataWidth - 1: 0] <= memArray[Addr_i];
	assign Dout_o = dataOutReg;
endmodule
module dualPortCoeffRamBlock #
(
	parameter addrWidth = 12,
	parameter dataWidth = 8
)
(
	input ClkWr_i,
	input ClkRd_i,
	input [addrWidth-1:0] Addra_i,
	input [addrWidth-1:0] Addrb_i,
	input Wea_i,
	input [dataWidth-1:0] Dina_i,
	output [dataWidth-1:0] Douta_o,
	output [dataWidth-1:0] Doutb_o
);
	reg [dataWidth-1:0] dataOutA;
	reg [dataWidth-1:0] dataOutB;
	reg [dataWidth-1:0] memArray[(2**addrWidth)-1:0];
	initial begin
		memArray[0] = 18'h3e6c9;
		memArray[1] = 18'h3c349;
		memArray[2] = 18'h3cfde;
		memArray[3] = 18'h3f440;
		memArray[4] = 18'h05e4b;
		memArray[5] = 18'h0e79f;
		memArray[6] = 18'h172aa;
		memArray[7] = 18'h1c760;
		memArray[8] = 18'h1c760;
		memArray[9] = 18'h172aa;
		memArray[10] = 18'h0e79f;
		memArray[11] = 18'h05e4b;
		memArray[12] = 18'h3f440;
		memArray[13] = 18'h3cfde;
		memArray[14] = 18'h3c349;
		memArray[15] = 18'h3e6c9;
	end
	always @ (posedge ClkWr_i)
	begin
		if (Wea_i)
			memArray[Addra_i] = Dina_i;
	end
	always @ (posedge ClkRd_i)
	begin
		dataOutA <= memArray[Addra_i];
	end
	always @ (posedge ClkRd_i)
	begin
		dataOutB <= memArray[Addrb_i];
	end
	assign Douta_o = dataOutA;
	assign Doutb_o = dataOutB;
endmodule
module maccBlock(
	input Rst_i,
	input Clk_i,
	input StartAcc_i,
	input signed [17:0] A_i,
	input signed [17:0] B_i,
	output signed [47:0] P_o
);
	reg signed [35:0] m;
	always @ (posedge Clk_i)
		m <= A_i * B_i;
	reg signed [47:0] p;
	always @ (posedge Clk_i)
		if (StartAcc_i)
			p <= m;
		else
			p <= p + m;
	assign P_o = p;
endmodule
module roundSymmetric #
( 
	parameter inDataWidth = 35,
	parameter outDataWidth = 17
)
(
	input Rst_i,
	input Clk_i,
	input [inDataWidth-1 : 0] Data_i,
	input DataNd_i,
	output [outDataWidth-1 : 0] Data_o,
	output DataValid_o
);
	parameter [inDataWidth-1 : 0] addPositive = 2**(inDataWidth-outDataWidth-1);
	parameter [inDataWidth-1 : 0] addNegative = 2**(inDataWidth-outDataWidth-1)-1;
	reg [inDataWidth-1 : 0] corrData;
	always @ (posedge Clk_i or posedge Rst_i)
		if (Rst_i)
			corrData <= 0;
		else if (DataNd_i)
			begin
				if (Data_i[inDataWidth-1])
					corrData <= Data_i + addNegative;
				else 
					corrData <= Data_i + addPositive;
			end
	assign Data_o = corrData[inDataWidth-1 : inDataWidth-outDataWidth];
	reg outDataValidReg;
	always @ (posedge Clk_i) outDataValidReg <= DataNd_i;
	assign DataValid_o = outDataValidReg;
endmodule
module singleMaccFilter(
	input Rst_i,
	input CoeffClk_i,
	input [3:0] CoeffAddr_i,
	input [17:0] CoeffData_i,
	input CoeffWr_i,
	input Clk_i,
	input [17:0] Data_i,
	input DataNd_i,
	output [17:0] Data_o,
	output DataValid_o
);
	wire [3:0] coeffRdAddr;
	wire [17:0] rdCoeff;
	dualPortCoeffRamBlock #
	(
		.addrWidth(4),
		.dataWidth(18)
	)
	coeffBankInst
	(
		.ClkWr_i(CoeffClk_i),
		.ClkRd_i(Clk_i),
		.Addra_i(CoeffAddr_i),
		.Addrb_i(coeffRdAddr),
		.Wea_i(CoeffWr_i),
		.Dina_i(CoeffData_i),
		.Douta_o(),
		.Doutb_o(rdCoeff)
	);
	wire [3:0] rdAddr;
	wire [17:0] rdData;
	wire [3:0] addrWr;
	dataBank # (
		.addrWidth(4),
		.dataWidth(18)
	)
	dataBankInst
	(
		.Clk_i(Clk_i),
		.AddrWr_i(addrWr),
		.Wr_i(DataNd_i),
		.Din_i(Data_i),	
		.Addr_i(rdAddr),
		.Dout_o(rdData)
	);
	wire startAcc;
	wire outDataValid;
	ctrlBlock ctrlBlockInst (
		.Rst_i(Rst_i),
		.Clk_i(Clk_i),
		.DataNd_i(DataNd_i),
		.DataAddrWr_o(addrWr),
		.DataAddr_o(rdAddr),
		.CoeffAddr_o(coeffRdAddr),
		.StartAcc_o(startAcc),
		.DataValid_o(outDataValid)
	);	
	wire [47:0] outData;
	maccBlock maccInst(
		.Rst_i(Rst_i),
		.Clk_i(Clk_i),
		.StartAcc_i(startAcc),
		.A_i(rdData),
		.B_i(rdCoeff),
		.P_o(outData)
	);	
	wire dataValid;
	roundSymmetric #
	( 
		.inDataWidth(38),
		.outDataWidth(18)
	)
	roundInst
	(
		.Rst_i(Rst_i),
		.Clk_i(Clk_i),
		.Data_i(outData[37:0]),
		.DataNd_i(outDataValid),
		.Data_o(Data_o),
		.DataValid_o(DataValid_o)
	);	
endmodule
[./run.sh]
#!/bin/bash
# OpenROAD 26Q1-2900-gdf79404cd8, Yosys 0.63+post, stock flow scripts
make -C /OpenROAD-flow-scripts/flow DESIGN_CONFIG=/design/flow/config.mk WORK_HOME=/design/flow/orfs finish
[./config.mk]
export PLATFORM = sky130hd
export DESIGN_NAME = singleMaccFilter
export DESIGN_NICKNAME = singleMaccFilter
export VERILOG_FILES = /design/flow/design.v
export SDC_FILE = /design/flow/constraint.sdc
export NUM_CORES = 4
export LEC_CHECK = 1
export CORE_UTILIZATION = 40
[./constraint.sdc]
current_design singleMaccFilter

set clk_period 16.6
set clk_io_pct 0.2

create_clock -name clk0 -period $clk_period [get_ports {Clk_i}]
create_clock -name clk1 -period $clk_period [get_ports {CoeffClk_i}]

set non_clock_inputs [all_inputs -no_clocks]
set_input_delay [expr $clk_period * $clk_io_pct] -clock clk0 $non_clock_inputs
set_output_delay [expr $clk_period * $clk_io_pct] -clock clk0 [all_outputs]
==> node_exporter_impl.prom <==
# HELP chip_impl_metric Metrics from one implementation run
# TYPE chip_impl_metric gauge
chip_impl_metric{name="io_buffer_count",unit=""} 62
chip_impl_metric{name="layout_cells_sized_above_1",unit="%"} 10.8
chip_impl_metric{name="detail-route-antenna-nets",unit=""} 0
chip_impl_metric{name="drt_drc_violations_left",unit=""} 0
chip_impl_metric{name="max-cap-violations",unit=""} 0
chip_impl_metric{name="fin_skew",unit="ns"} 0.0609
chip_impl_metric{name="place.detailed.hpwl",unit="µm"} 55000
chip_impl_metric{name="rel_slew_slack",unit="%"} 42.4
chip_impl_info{name="status",value="finished clean"} 1
chip_impl_metric{name="cts.hold.buffers_added",unit=""} 0
chip_impl_metric{name="timing_worst_slew_pin_value",unit="ns"} 0.862
chip_impl_metric{name="gp_congestion",unit=""} 0.901
chip_impl_metric{name="post_synth.cell_area_avg",unit="µm²"} 13.6
chip_impl_metric{name="coreArea",unit="µm²"} 99900
chip_impl_metric{name="synth-edff-count",unit=""} 576
chip_impl_metric{name="setup_total_negative_slack",unit="ns"} 0
chip_impl_metric{name="setup-violations-final",unit=""} 0
chip_impl_metric{name="cp_data_arrival_time",unit="ns"} 7.17
chip_impl_metric{name="cts_resized",unit=""} 0
chip_impl_metric{name="layout-area-overhead-vs-synth",unit="%"} 11.9
chip_impl_metric{name="synth_seq_share",unit="%"} 50.8
chip_impl_metric{name="grt_max_degree",unit=""} 80
chip_impl_metric{name="timing_max_transition_violations_final",unit=""} 0
chip_impl_metric{name="critical_path.max_fanout",unit=""} 18
chip_impl_metric{name="netlist-cell-type-count",unit=""} 65
chip_impl_metric{name="fp.dieH",unit="µm"} 319
chip_impl_metric{name="numSynthFlops",unit=""} 724
chip_impl_metric{name="grt_pass1_vias",unit=""} 24100
chip_impl_metric{name="route.vias.total",unit=""} 22300
chip_impl_metric{name="openroad.warnings",unit=""} 30
chip_impl_metric{name="placement.cell_area",unit="µm²"} 42600
chip_impl_metric{name="grt_pass1_wl",unit="µm"} 136000
chip_impl_metric{name="yosys_stat_cell_total",unit=""} 2962
chip_impl_metric{name="routed_wirelength",unit="µm"} 85500
chip_impl_info{name="start_kind",value="flop"} 1
chip_impl_metric{name="post-route-cell-area",unit="µm²"} 45100
chip_impl_metric{name="gr-total-overflow",unit=""} 0
chip_impl_metric{name="design.die.area",unit="µm²"} 102000
chip_impl_info{name="setup.worst_path.class",value="flop to flop"} 1
chip_impl_metric{name="yosysChipArea",unit="µm²"} 40300
chip_impl_metric{name="report.final.hold_viol_count",unit=""} 0
chip_impl_info{name="timing.hold.worst.class",value="flop to flop"} 1
chip_impl_metric{name="routedWlPerCell",unit="µm"} 19.4
chip_impl_metric{name="syn_inst",unit=""} 2962
chip_impl_info{name="flop_cell",value="edfxtp_1"} 1
chip_impl_metric{name="global_route.usage.total",unit="%"} 18.8
chip_impl_metric{name="synth-warning-count",unit=""} 5
chip_impl_metric{name="tritoncts_num_sinks",unit=""} 724
chip_impl_metric{name="data_required_time_of_the_critical_path",unit="ns"} 17.09
chip_impl_metric{name="ios",unit=""} 64
chip_impl_metric{name="netlist_area",unit="µm²"} 40300
chip_impl_metric{name="die_width",unit="µm"} 319
chip_impl_info{name="cts_tree",value="done"} 1
chip_impl_metric{name="post_cts_buffers",unit=""} 0
chip_impl_metric{name="initial_antenna_violation_count",unit=""} 5
chip_impl_info{name="setup_crit_end_kind",value="flop"} 1
chip_impl_metric{name="route.detailed.vias_per_inst",unit=""} 5.07
chip_impl_metric{name="number_of_rows_created_at_floorplan",unit=""} 116
chip_impl_metric{name="drt_first_iter_violations",unit=""} 1274
chip_impl_metric{name="dr.pass1.iters",unit=""} 5
chip_impl_info{name="grt_setup_unrepaired",value="false"} 1
chip_impl_metric{name="ys_async_sr_fraction",unit="%"} 5.11
chip_impl_metric{name="worst_setup_hold_path_clk_slew",unit="ns"} 0.06
chip_impl_metric{name="floorplanUtilization",unit="%"} 40.3
registers in the layout, indices dropped and copies added, names as in the netlist:
name,cells
coeffBankInst.dataOutB,18
coeffBankInst.memArray,288
ctrlBlockInst.addrWr,4
ctrlBlockInst.coeffAddr,4
ctrlBlockInst.dataAddr,4
ctrlBlockInst.rdy,1
ctrlBlockInst.rdyShReg,3
ctrlBlockInst.startAccShReg,3
dataBankInst.dataOutReg,18
dataBankInst.memArray,288
maccInst.m,36
maccInst.p,38
roundInst.corrData,18
roundInst.outDataValidReg,1
per-layer routing:
metal | global-route usage, % | share of wire [%] | up-vias
li1 | - | - | 10400
met1 | 26.0 | 40 | 11000
met5 | 0 | 0.053 | -
met3 | 9.70 | 11 | 112
met4 | 2.69 | 1.6 | 6
met2 | 28.6 | 47 | 754
logic make-up after synthesis:
kind of cell               Yosys count  synth area share, %
AOI/OAI and AO/OA                  309                 4.88
xor gates and xnor gates            90                 1.96
adders and majority gates          468                 20.7
buffers and inverters              500                 4.67
DFF                                724                 50.8
muxes                              203                 8.97
and+or+nand+nor                    668                 8.06
layout make-up:
cell class	count	area, µm²
tap	1298	1620
inverter	390	1460
clock inverter	45	539
multi-input combinational	1738	18000
timing repair buffer	117	1050
sequential	724	20500
antenna	1	2.50
fill	8811	54800
clock buffer	89	1920
Yosys cell counts, types with 28 or more instances:
library cell | count | share of area (%)
edfxtp_1 | 576 | 43
fa_1 | 330 | 16
inv_1 | 390 | 3.6
xor2_1 | 33 | 0.72
a21oi_1 | 92 | 1.1
nand2_1 | 246 | 2.3
mux4_2 | 126 | 7.0
mux2i_1 | 74 | 1.8
o21ai_0 | 79 | 0.98
dfrtp_1 | 37 | 2.3
dfxtp_1 | 111 | 5.5
clkbuf_1 | 83 | 0.77
a21o_1 | 28 | 0.52
ha_1 | 138 | 4.3
nor2_1 | 115 | 1.1
xnor2_1 | 57 | 1.2
and2_1 | 172 | 2.7
path summary, 6_finish.rpt:
check | start | end | slack, ns | cells past startpoint
max | dataBankInst.dataOutReg[11] | maccInst.m[35] | 9.92 | 21
max reg2reg | dataBankInst.dataOutReg[11] | maccInst.m[35] | 9.92 | 21
min reg2reg | ctrlBlockInst.startAccShReg[0] | ctrlBlockInst.startAccShReg[1] | 0.35 | 0
max in group asynchronous | Rst_i | ctrlBlockInst.coeffAddr[0] | 13.02 | 3
max in group clk1 | CoeffAddr_i[0] | coeffBankInst.memArray[11][14] | 11.69 | 4
min | ctrlBlockInst.startAccShReg[0] | ctrlBlockInst.startAccShReg[1] | 0.35 | 0
min in group clk1 | CoeffData_i[3] | coeffBankInst.memArray[0][3] | 3.70 | 1
min in group asynchronous | Rst_i | roundInst.corrData[30] | 3.14 | 3
cells in the final DEF, fill, tap and decap left out, drive strengths merged, types with 18 or more instances in the layout:
cell type        n
nor3            24
dfxtp          111
a221oi          18
inv            392
clkbuf          89
nand3           28
fa             330
and3            18
a22oi           18
mux4           126
a21oi           95
a21o            28
clkinv          29
xor2            33
o21ai           81
edfxtp         576
nand2          246
xnor2           57
buf             55
and2           172
dfrtp           37
mux2i           74
clkdlybuf4s50   62
ha             138
nor2           115
worst max-delay path: stages, from the launching register on:
cell and delay (ns):
dfxtp_1 0.88, and2_1 0.25, fa_1 0.41, inv_1 0.08, fa_1 0.43, fa_1 0.53
inv_1 0.06, fa_1 0.52, fa_1 0.50, inv_1 0.05, fa_1 0.47, inv_1 0.04
ha_1 0.35, nand4_1 0.17, or4_1 0.49, a211oi_1 0.28, o21ai_0 0.21, a21oi_1 0.27
o31ai_1 0.17, o21ai_0 0.18, a21oi_1 0.10, xnor2_1 0.12
metrics by stage:
step / utilization, % / setup slack [ns] / cells / hold WS [ns]
floorplan: - / 10.53 / 2962 / 0.331
global placement: 42.7 / 9.93 / 4267 / 0.333
detailed placement: 42.7 / 9.90 / 4267 / 0.337
CTS: 45.1 / 9.88 / 4401 / 0.349
global route: 45.1 / 9.43 / 4401 / 0.351
finish: 45.1 / 9.92 / 4402 / 0.346
